$ cat config.mk
export PLATFORM = sky130hd
export DESIGN_NAME = cee_spi_slave
export DESIGN_NICKNAME = cee_spi_slave
export VERILOG_FILES = /design/flow/design.v
export SDC_FILE = /design/flow/constraint.sdc
export NUM_CORES = 4
export LEC_CHECK = 1
export CORE_UTILIZATION = 30
$ cat constraint.sdc
current_design cee_spi_slave

set clk_period 1.3
set clk_io_pct 0.2

create_clock -name clk0 -period $clk_period [get_ports {s_spi_sclk}]
create_clock -name clk1 -period $clk_period [get_ports {sys_clk_i}]

set non_clock_inputs [all_inputs -no_clocks]
set_input_delay [expr $clk_period * $clk_io_pct] -clock clk0 $non_clock_inputs
set_output_delay [expr $clk_period * $clk_io_pct] -clock clk0 [all_outputs]
$ cat run.sh
#!/bin/bash
# OpenROAD 26Q1-2900-gdf79404cd8, Yosys 0.63+post, stock flow scripts
make -C /OpenROAD-flow-scripts/flow DESIGN_CONFIG=/design/flow/config.mk WORK_HOME=/design/flow/orfs finish
$ cat design.v
module cee_spi_slave(
    input wire         sys_clk_i,
    input wire         sys_rstn_i,
    input  wire        s_spi_csb_,
    input  wire        s_spi_sclk,
    input  wire        s_spi_mosi,
    output wire        s_spi_miso,
    output wire [7:0]  addr0_out,
    output wire [7:0]  addr1_out,
    output wire [7:0]  addr2_out,
    output wire        cfg_valid,
    output wire [7:0]  cfg_addr,
    output wire [14:0] cfg_data
);
    wire [7:0] addr3_out;
    wire [7:0] addr4_out;
    wire [7:0] addr5_out;
    wire [7:0] ibp_wdata;
    wire [7:0] ibp_rdata;
    wire       ibp_cmd  ;
    wire [6:0] ibp_addr ;
    wire       ibp_valid;
    wire       ibp_ack  ;
    assign cfg_addr  = addr3_out;
    assign cfg_data  = {addr5_out[6:0], addr4_out};
    assign cfg_valid = addr5_out[7];
    spi_slave_inf inst_slave(
        .csb_     (s_spi_csb_),
        .sclk     (s_spi_sclk),
        .mosi     (s_spi_mosi),
        .miso     (s_spi_miso),
        .ibp_cmd  (ibp_cmd  ),
        .ibp_addr (ibp_addr ),
        .ibp_wdata(ibp_wdata),
        .ibp_valid(ibp_valid), 
        .ibp_rdata(ibp_rdata),
        .ibp_ack   (ibp_ack)
    );
    reg_files inst_reg_file(
        .sys_clk_i (sys_clk_i ),
        .sys_rstn_i(sys_rstn_i),
        .ibp_cmd   (ibp_cmd   ),
        .ibp_addr  (ibp_addr  ),
        .ibp_wdata (ibp_wdata ),
        .ibp_valid (ibp_valid ), 
        .ibp_rdata (ibp_rdata ),
        .ibp_ack   (ibp_ack),
        .addr0_out (addr0_out ),
        .addr1_out (addr1_out ),
        .addr2_out (addr2_out ),
        .addr3_out (addr3_out ),
        .addr4_out (addr4_out ),
        .addr5_out (addr5_out )
    );
endmodule
module reg_files(
    input wire         sys_clk_i,
    input wire         sys_rstn_i,
    input  wire        ibp_cmd   ,
    input  wire [6:0]  ibp_addr  ,
    input  wire [7:0]  ibp_wdata ,
    input  wire        ibp_valid ,
    output wire        ibp_ack   , 
    output wire [7:0]  ibp_rdata ,
    output wire [7:0]  addr0_out,
    output wire [7:0]  addr1_out,
    output wire [7:0]  addr2_out,
    output wire [7:0]  addr3_out,
    output wire [7:0]  addr4_out,
    output wire [7:0]  addr5_out
);
    parameter cReadCmd  = 1'b1;
    parameter cWriteCmd = 1'b0;
    parameter cMemDepth = 6;
    localparam cAddr0Init = 8'h00;
    localparam cAddr1Init = 8'h01;
    localparam cAddr2Init = 8'hEF;
    localparam cAddr3Init = 8'h00;
    localparam cAddr4Init = 8'hFF;
    localparam cAddr5Init = 8'hAF;
    reg [2:0] ibp_valid_debounce;
    reg [7:0] mem [cMemDepth-1:0];
    assign ibp_rdata =  mem[ibp_addr];
    assign addr0_out = mem[0];
    assign addr1_out = mem[1];
    assign addr2_out = mem[2];
    assign addr3_out = mem[3];
    assign addr4_out = mem[4];
    assign addr5_out = mem[5];
    reg  ibp_ack_r;
    always @(posedge sys_clk_i, negedge sys_rstn_i) begin
        if(!sys_rstn_i) begin
            ibp_valid_debounce <= 0;
            ibp_ack_r <= 1'b1;
        end else begin
            if(ibp_valid_debounce[2]) begin
                ibp_ack_r <= 1'b1;
            end else begin
                ibp_ack_r <= 1'b0;  
            end
            ibp_valid_debounce <= {ibp_valid_debounce[1:0],ibp_valid};
        end
    end
    assign ibp_ack = ibp_ack_r;
    always @(posedge sys_clk_i, negedge sys_rstn_i) begin
        if(!sys_rstn_i) begin
            mem[0] <= cAddr0Init;
            mem[1] <= cAddr1Init;
            mem[2] <= cAddr2Init;
            mem[3] <= cAddr3Init;
            mem[4] <= cAddr4Init;
            mem[5] <= cAddr5Init;
        end else begin
            if(ibp_valid_debounce[2] & (ibp_cmd == cWriteCmd) & (~ibp_ack)) begin
                mem[ibp_addr] <= ibp_wdata;
            end
        end
    end
endmodule
module spi_slave_inf(
    input  wire       csb_,
    input  wire       sclk,
    input  wire       mosi,
    output reg        miso,
    output wire        ibp_cmd   ,
    output wire [6:0]  ibp_addr  ,
    output wire [7:0]  ibp_wdata ,
    output wire        ibp_valid ,
    input  wire        ibp_ack   , 
    input  wire [7:0]  ibp_rdata
);
    parameter cShiftFlagInit  = 1;
    parameter cShiftRegWidth  = 8;
    localparam cShiftFlagWidth = cShiftRegWidth * 2  + 1;
    parameter cReadCmd        = 1'h1;
    reg [cShiftRegWidth-1:0]  shift_reg;
    reg [cShiftFlagWidth-1:0] shift_flag;
    reg                       spi_cmd_code;
    reg [6:0]                 spi_cmd_addr;
    reg [7:0]                 spi_cmd_wdata;
    reg                       spi_cmd_valid;
    wire                       read_cmd ;
    always@(posedge sclk) begin
        if(shift_flag[cShiftRegWidth] & read_cmd) begin
            shift_reg <= {ibp_rdata[cShiftRegWidth-2:0],mosi};
        end else if(~shift_flag[cShiftFlagWidth-1])begin
            shift_reg <= {shift_reg[cShiftRegWidth-1:0],mosi};
        end
    end
    always@(negedge sclk, posedge csb_) begin
        if(csb_) begin
            miso <= 1'b1;
        end else if(read_cmd & shift_flag[cShiftRegWidth]) begin
            miso <= ibp_rdata[cShiftRegWidth-1];
        end else begin 
            miso <= shift_reg[cShiftRegWidth-1];
        end
    end
    always@(posedge sclk, posedge csb_) begin
        if(csb_) begin
            shift_flag <= cShiftFlagInit;
        end else if(~shift_flag[cShiftFlagWidth-1]) begin
            shift_flag <= {shift_flag[cShiftFlagWidth-2:0],shift_flag[cShiftFlagWidth-1]};
        end
    end
    always@(posedge sclk, posedge ibp_ack) begin
        if(ibp_ack) begin
            spi_cmd_code <= 0;
            spi_cmd_addr <= 0;
        end else begin
            if(shift_flag[cShiftRegWidth-1]) begin
                spi_cmd_code <= shift_reg[6];
                spi_cmd_addr <= {shift_reg[5:0], mosi};
            end
        end
    end
    always@(posedge sclk, posedge ibp_ack) begin
        if(ibp_ack) begin
            spi_cmd_valid <= 1'b0;
            spi_cmd_wdata <= 8'h0;
        end else begin
            if(shift_flag[cShiftRegWidth*2-1]) begin
                spi_cmd_valid <= shift_flag[cShiftRegWidth*2-1];
                spi_cmd_wdata <= {shift_reg[6:0], mosi};
            end
        end
    end
    assign read_cmd  = (spi_cmd_code==cReadCmd) ? 1'b1: 1'b0;
    assign ibp_cmd   = spi_cmd_code;
    assign ibp_addr  = spi_cmd_addr;
    assign ibp_wdata = spi_cmd_wdata;
    assign ibp_valid = spi_cmd_valid;
endmodule
==> flow_summary.rst <==
Synthesis and place-and-route
=============================

.. list-table::
   :header-rows: 1

   * - Metric
     - Value
   * - Status
     - finished, violations left
   * - Violations in the final reports
     - hold timing, setup timing
   * - Clock edge transition at the registers on the reported setup and hold paths
     - about 70 ps
   * - Relative contribution of sequential cells to total power
     - between 50% and 60%
   * - Rel. slew slack
     - 62.0%
   * - Synthesized netlist cell count
     - between 200 and 300
   * - Setup repair after global routing missed its margin
     - yes
   * - Pre-CTS setup slack
     - -554 ps
   * - FF+latch area
     - 2350 um2
   * - Clock skew
     - a little under 70 ps
   * - Worst Hold Class
     - in -> async
   * - Registers with the most flip-flops
     - inst_reg_file.mem x48, inst_slave.shift_flag x17
   * - Critical Path End Type
     - output port
   * - Number of port buffers
     - 52
   * - Met1 Routed Length
     - 4.54 mm
   * - CP bufs+invs
     - 1
   * - Number of slew-limit violations in the final report
     - 0
   * - CTS tree
     - built
   * - Post-route worst hold slack
     - -46.2 ps
   * - Sequential share of the synthesized area
     - between 60% and 70%
   * - CP startpoint kind
     - flip-flop
   * - Post-detail-place hpwl
     - between 6 and 7 mm
   * - ANT cells
     - 0
   * - Cell-internal power
     - 4.48 mW
   * - I/O Pins
     - 54
   * - Count of flip-flops with a built-in enable after synthesis
     - 8
   * - Register with the most flip-flops
     - inst_reg_file.mem
   * - Detailed route wirelength on metal2
     - 4.49 mm
   * - Most frequently used flop master after synthesis
     - dfrtp_1
   * - Yosys synthesis warning count
     - 3
   * - Global placer's final weighted congestion
     - 0.818
   * - Number of sinks on the clock net
     - 91
   * - Startpoint of the most critical register-to-register path
     - inst_slave.spi_cmd_addr[1]
   * - Longest individual stage delay on the worst path
     - 500 ps
   * - Routed Antenna Nets
     - 0
   * - GRT Overall Usage
     - between 10% and 20%
   * - Depth of the worst register-to-register path
     - 4
   * - Initial DRT Pass Iterations
     - 4
   * - Core outline area
     - 12200 um2
   * - Flip-flop count of the largest register after layout
     - between 40 and 50
   * - Starting density of the core
     - 31.2%
   * - Setup WS post-layout
     - -535 ps
   * - R2R Path End
     - inst_slave.miso
   * - Start point of the critical path
     - inst_slave.miso
   * - Combinational power share
     - 1.4%
   * - Number of OpenROAD warnings
     - 32
   * - Cell family with the largest share of critical-path delay
     - flip-flops
   * - X dimension of the die
     - 115 um
   * - Final-report hold violation count
     - 29
   * - Fraction of layout cells with a size suffix above 1
     - 66.8%
   * - Number of setup violations in the final report
     - 57
   * - Endpoint required time on the critical path
     - 1040 ps
   * - Post-synthesis async set-or-reset flop share
     - just over 90%
   * - Chip area from the yosys synthesis statistics
     - roughly 3800 um2
   * - Critical Setup Path Class
     - reg -> out
   * - Number of global-route vias before repair
     - about 2900
   * - Flop and latch count out of synthesis
     - 91
   * - Relative contribution of the clock network to total power
     - 47.2%
   * - First-pass GRT wire length
     - 15.5 mm
   * - Antenna violations before repair
     - 0
   * - Total number of placement rows
     - 40
   * - Number of vias in the routed layout
     - 2739
   * - Switching power
     - approximately 1.2 mW
   * - Leak pwr
     - 2.78 nW
   * - Number of vias per cell
     - 4.82
   * - Met3 wirelength from detailed routing
     - 457 um
   * - Chip footprint
     - 13100 um2
   * - Library cells used by synthesis
     - 32
   * - Final non-filler cell area
     - 5900 um2
   * - Ordered list of cells on the worst path
     - buf_2
   * - Power per unit of standard cell area
     - 956 nW/um2
   * - Critical Path AT
     - around 1600 ps
   * - Count of max-cap constraint violations
     - 0
   * - Worst VDD drop
     - 0.552 mV
   * - Combinational cell area excluding buffers and inverters
     - 1670 um2
   * - Drt total wl
     - 9.63 mm
   * - Mean cell area of the mapped netlist
     - 14.7 um2
   * - Highest metal layer used by the detailed router
     - met4
   * - Total cells reported by yosys after synthesis
     - 259
   * - GRT Residual Overflow
     - 0
   * - Slowest cell on the critical path
     - dfstp_2
   * - Total standard cell area after synthesis
     - ~3800 um2
   * - Largest net degree at the start of global routing
     - about 53
   * - Setup slack on the worst flop-to-flop path
     - -470 ps
   * - Proportion of total power due to net switching
     - 20.6%
   * - Area after DPL
     - 4780 um2
   * - Sum of negative setup slack
     - -21050 ps
   * - Mean routed wirelength per cell
     - 17.0 um
   * - Vertical die dimension
     - 115 um
   * - Area grow syn2layout
     - 54.9%
   * - Number of fillers in the final layout
     - 1043
   * - Highest net fanout along the worst path
     - 1
   * - Measured slew at the worst slew-check pin
     - 570 ps
   * - Number of DRC markers in iteration 0
     - 85
   * - Total Power Consumption
     - 5.64 mW
   * - Post-route DRC
     - 0
-- placed cells by master, fill, tap and decap left out, types with 4 or more instances in the layout --
master and instances:
a221oi_2 4, a22oi_2 6, buf_12 5, buf_4 53, buf_6 25, buf_8 5, clkbuf_16 11, clkbuf_2 8
clkdlybuf4s15_1 17, dfrtp_1 56, dfstp_2 25, dlygate4sd2_1 19, edfxtp_1 8, mux2_2 62, mux2_4 12, nand2_8 4
nand2b_4 5, nor2b_1 4, o21ai_0 6, o221a_2 7
-- worst max-delay path by stage --
| stage | end | depth (start not counted) |
|---|---|---|
| 6_report | s_spi_miso | 1 |
| 5_1_grt | s_spi_miso | 1 |
| 4_1_cts | s_spi_miso | 1 |
-- per-layer routing --
layer | global-route usage [%] | vias up
met5 | 0 | -
met1 | 24.8 | 1406
met2 | 24.2 | 68
li1 | - | 1254
met3 | 4.37 | 11
met4 | 2.77 | 0
-- power groups by stage --
stage / combinational [mW] / clock, mW / sequential, mW
after CTS: 0.0840 / 2.74 / 2.89
after global routing: 0.0919 / 2.87 / 2.90
final: 0.0799 / 2.66 / 2.90
-- cell type report --
class	count	area share (%)
tap	168	3.56
inverter	4	0.297
sequential	91	39.9
clock inverter	6	0.742
multi-input combinational	149	28.4
clock buffer	11	4.67
timing repair buffer	139	22.5
-- per-stage QoR --
step | cells | util [%]
3_5_place_dp | 498 | 39.2
5_1_grt | 568 | 48.3
6_report | 568 | 48.3
2_1_floorplan | 259 | -
3_3_place_gp | 498 | 39.2
4_1_cts | 561 | 47.1
-- kinds of logic after synthesis --
kind of cell           synth area share [%]
and+or+nand+nor                        5.72
buffers and inverters                  2.17
DFF                                    61.7
AOI/OAI and AO/OA                      8.54
muxes                                  21.9
-- cell usage after synthesis (2+ instances only) --
cell      instances  area share, %
inv_1             5           0.49
a221oi_1          4           0.92
dfstp_2          25             17
a21oi_1           5           0.66
nand2b_1          7            1.2
a22oi_1           7            1.4
o21ai_0           8            1.1
nor2_1            2           0.20
a22o_1            3           0.69
edfxtp_1          8            6.3
or2_2             2           0.33
and2_1            2           0.33
o221a_2           8            2.4
o221ai_1          4           0.92
nand2_2           3           0.49
buf_2             6           0.79
and3_1            2           0.33
nor2b_1           4           0.66
buf_1             2           0.20
clkbuf_1          5           0.49
nand2_1           4           0.39
nand4_1           3           0.49
mux2_2           74             22
dfrtp_1          58             38
-- timing repair --
| action | CTS | global route |
|---|---|---|
| setup buffers | 45 | 10 |
| gates resized | 143 | 48 |
| gates cloned | 2 | 0 |
| hold endpoints to repair | 29 | 27 |
| pin swaps | 20 | 13 |
| setup endpoints to repair | 113 | 82 |
No activity file was given, so power comes from the tool's default toggle rates.
