**constraint.sdc**
```tcl
current_design PriorityCellTest

set clk_period 1.1
set clk_io_pct 0.2

create_clock -name clk0 -period $clk_period

set non_clock_inputs [all_inputs -no_clocks]
set_input_delay [expr $clk_period * $clk_io_pct] -clock clk0 $non_clock_inputs
set_output_delay [expr $clk_period * $clk_io_pct] -clock clk0 [all_outputs]
```
**config.mk**
```make
export PLATFORM = sky130hd
export DESIGN_NAME = PriorityCellTest
export DESIGN_NICKNAME = PriorityCellTest
export VERILOG_FILES = /design/flow/design.v
export SDC_FILE = /design/flow/constraint.sdc
export NUM_CORES = 4
export LEC_CHECK = 1
export CORE_AREA = 10 10 70 70
export DIE_AREA = 0 0 80 80
```
**design.v**
```verilog
`timescale 1ns/1ps
module PriorityCell4 #(parameter WID=4)(
   input   wire   [3:0]     STATE , 
   output  wire   [3:0]     ADDREO,
   output  wire   [3:0]     SYNC  ,  
   input   wire             ADDREI,    
   input   wire   [WID-3:0] ADDRI0,    
   input   wire   [WID-3:0] ADDRI1, 
   input   wire   [WID-3:0] ADDRI2, 
   input   wire   [WID-3:0] ADDRI3,
   input   wire             CLKIN ,
   output  wire             VALID , 
   output  wire   [WID-1:0] ADDR   
);
   assign VALID = | STATE;
   assign SYNC[0] = (CLKIN & STATE[0]);
   assign SYNC[1] = (CLKIN & (~STATE[0]) & STATE[1]);
   assign SYNC[2] = (CLKIN & (~STATE[0]) & (~STATE[1]) & STATE[2]);
   assign SYNC[3] = (CLKIN & (~STATE[0]) & (~STATE[1]) & (~STATE[2]) & STATE[3]);
   assign ADDREO[0] = ADDREI & STATE[0];
   assign ADDREO[1] = ADDREI & (~STATE[0]) & STATE[1];
   assign ADDREO[2] = ADDREI & (~STATE[0]) & (~STATE[1]) & STATE[2];
   assign ADDREO[3] = ADDREI & (~STATE[0]) & (~STATE[1]) & (~STATE[2]) & STATE[3];
   assign ADDR[WID-2]   = (ADDREO[1] | ADDREO[3]) ? 1'b1 : 1'b0;
   assign ADDR[WID-1]   = (ADDREO[2] | ADDREO[3]) ? 1'b1 : 1'b0;
   assign ADDR[WID-3:0] =  ADDREO[0] ? ADDRI0 : (ADDREO[1] ?  ADDRI1 :
                          (ADDREO[2] ? ADDRI2 : (ADDREO[3] ?  ADDRI3 : 0)));
endmodule
module PriorityCell2 #(parameter WID=4)(
   input   wire  [1:0]      STATE , 
   output  wire  [1:0]      ADDREO,
   output  wire  [1:0]      SYNC  ,  
   input   wire  [WID-2:0]  ADDRI0,
   input   wire  [WID-2:0]  ADDRI1,
   input   wire             ADDREI,    
   input   wire             CLKIN ,
   output  wire             VALID , 
   output  wire  [WID-1:0]  ADDR   
);
   assign VALID = | STATE;
   assign SYNC[0] = (CLKIN & STATE[0]);
   assign SYNC[1] = (CLKIN & (~STATE[0]) & STATE[1]);
   assign ADDREO[0] = ADDREI & STATE[0];
   assign ADDREO[1] = ADDREI & (~STATE[0]) & STATE[1];
   assign ADDR[WID-1] = (ADDREI & ADDREO[1]) ? 1'b1 : 1'b0;
   assign ADDR[WID-2:0] = (ADDREI & ADDREO[1]) ? ADDRI1 : ADDRI0;
endmodule
module PriorityCellTest #(parameter WID=4)(
   input  wire            ReadCLK,
   output wire            valid  ,
   output wire [WID-1:0]  addrOut,
   input  wire [3:0]     STATE  ,
   output wire [3:0]     ADDREN ,
   output wire [3:0]     SYNC    
); 
   wire         L1_VALID_o ;
   wire         L1_ADDREN_i;
   wire         L1_SYNCLK_i;
   wire [3:0]   L1_addres_o;
   wire [1:0]   L2_VALID_o ;
   wire [1:0]   L2_ADDREN_i;
   wire [1:0]   L2_SYNCLK_i;
   wire [2:0]   L2_addres_o [1:0];
   assign valid = L1_VALID_o;
   assign addrOut = L1_addres_o;
   assign L1_SYNCLK_i = ReadCLK ;
   assign L1_ADDREN_i = 1'b1;
   PriorityCell2 #(.WID(4)) InstCellL1(
      .STATE  ( L2_VALID_o ), 
      .ADDREO ( L2_ADDREN_i),
      .SYNC   ( L2_SYNCLK_i), 
      .ADDRI0 ( L2_addres_o[0]),
      .ADDRI1 ( L2_addres_o[1]), 
      .VALID  ( L1_VALID_o  ), 
      .ADDREI ( L1_ADDREN_i ),
      .CLKIN  ( L1_SYNCLK_i ),
      .ADDR   ( L1_addres_o ) 
   );
   PriorityCell2 #(.WID(3)) InstCellL2_1(
      .STATE  ( STATE[1:0] ), 
      .ADDREO ( ADDREN[1:0]),
      .SYNC   ( SYNC[1:0]  ),
      .ADDRI0 ( 2'b00 ),
      .ADDRI1 ( 2'b01 ), 
      .VALID  ( L2_VALID_o[0]  ), 
      .ADDREI ( L2_ADDREN_i[0] ),
      .CLKIN  ( L2_SYNCLK_i[0] ),
      .ADDR   ( L2_addres_o[0] ) 
   );
   PriorityCell2 #(.WID(3)) InstCellL2_2(
      .STATE  ( STATE[3:2] ), 
      .ADDREO ( ADDREN[3:2]),
      .SYNC   ( SYNC[3:2]  ),
      .ADDRI0 ( 2'b00 ),
      .ADDRI1 ( 2'b01 ), 
      .VALID  ( L2_VALID_o[1]  ), 
      .ADDREI ( L2_ADDREN_i[1] ),
      .CLKIN  ( L2_SYNCLK_i[1] ),
      .ADDR   ( L2_addres_o[1] ) 
   );
endmodule
```
**run.sh**
```bash
#!/bin/bash
# OpenROAD 26Q1-2900-gdf79404cd8, Yosys 0.63+post, stock flow scripts
make -C /OpenROAD-flow-scripts/flow DESIGN_CONFIG=/design/flow/config.mk WORK_HOME=/design/flow/orfs finish
```
==> impl_metrics.csv <==
group,metric,value,unit
status,status,"finished, final reports clean",
routing,drtIter0Drc,4,
routing,viasPerCell,2.39,
final_layout,final_area,398,µm²
power,clkPwrFrac,0,
power,comb_power_share,1.000,
floorplan,coreArea,0.00342,mm²
power,p_seq_frac,0,
sta,setup_viol,0,
logic_synthesis,aoi_share,0.0408,
worst_setup_path,cp-end-kind,"output pin",
final_layout,fin_util,0.116,
power,peakVddDrop,0.0321,mV
sta,rsz0062_at_grt,"yes",
logic_synthesis,synth_chip_area,123,µm²
logic_synthesis,netlist-cell-type-count,13,
logic_synthesis,top_area_cell,"buf_4",
placed_design,place_congestion,0.782,
power,p_sw,38.2,µW
placed_design,port_buffers,17,
worst_setup_path,critPathSlowestCell,"nand2b_4",
logic_synthesis,ys_sh_adder,0,
routing,wl,677,µm
grt,antenna_found_initial,0,
worst_setup_path,worstPathArrival,840,ps
logic_synthesis,ys_seq_frac,0,
logic_synthesis,synth_area,123,µm²
power,p_leak,0.000192,µW
routing,drc,0,
sta,fin_crit,1060,ps
worst_setup_path,path_cells,"buf_6 > nand2b_4 > buf_6 > a21oi_4 > buf_2",
grt,grt_pass1_wl,945,µm
final_layout,nFillCells,395,
power,finalPower,107,µW
logic_synthesis,syn_area_per_cell,6.45,µm²
final_layout,seq_area,0,µm²
power,power.share.switching,0.357,
routing,drtPass1Iterations,4,
floorplan,die_w,80,µm
flow_run,maxCapViolCount,0,
floorplan,die_h,80,µm
sta,fin_hold_ws,693,ps
worst_setup_path,crit_family,"buffers and inverters",
logic_synthesis,syn_inst,19,
sta,max_freq,941,MHz
sta,finalClockPeriodUsage,0.966,
grt,grt_util_all_layers,0.0178,
final_layout,comb_area,135,µm²
grt,grt_pass1_vias,184,
floorplan,io_pins,18,
sta,hold_viol,0,
logic_synthesis,top_area_frac,0.184,
worst_setup_path,cp_common_cell,"buf_6",
routing,vias,198,
grt,grt_start_max_net_pins,8,
logic_synthesis,ys_cells,19,
final_layout,final_cells,83,
routing,insertedDiodeCount,0,
worst_setup_path,cp_max_fo,3,
logic_synthesis,logic_family,"simple AND/OR/NAND/NOR gates",
power,p_per_area,269,mW/mm²
worst_setup_path,worstPathRequired,880,ps
final_layout,drive_above_1_share,0.541,
routing,ant_nets,0,
logic_synthesis,area_leaders,"buf_4, and2_1, nor4b_2",
logic_synthesis,ys_warn_count,1,
logic_synthesis,synth.area.mux_share,0,
placed_design,place_inst,80,
power,internal-power,68.9,µW
logic_synthesis,simple_gate_area_frac,0.684,
logic_synthesis,xor_share,0,
grt,gr-total-overflow,0,
final_layout,clkbuf_count,0,
floorplan,chip_area,0.00640,mm²
final_layout,area.growth.synth_to_final,224,%
worst_setup_path,worstSetupPathType,"in2out",
floorplan,fp-row-count,21,
routing,wl_per_cell,8.16,µm
logic_synthesis,ys_top_cells_by_count,"and2_1, buf_4, nor2_1, nor3_1",
worst_hold_path,hp-class,"in2out",
flow_run,tool_warnings,33,
worst_setup_path,startpoint_type,"primary input",
worst_setup_path,cp_num_buf_inv,3,
placed_design,place_hpwl,508,µm
sta,final_max_slew_viol_count,0,
placed_design,dpl_cell_area,339,µm²
worst_setup_path,crit_path_max_incr_delay,150,ps
floorplan,fp-utilization,0.0359,
final_layout,flops,0,
[power groups by stage]
stage	clock, µW	sequential (µW)	combinational [µW]
finish	0	0	107
global route	0	0	117
CTS	0	0	104
[stage by stage]
step,worst slack [ps],TNS [ps]
global route,-1.80,-3.16
finish,37.7,0
detailed placement,-741,-7890
global placement,-729,-7810
CTS,8.65,0
floorplan,302,0
[logic make-up (layout without fill, tap and decap cells)]
group	count (synthesis)	count (layout)
AND/OR/NAND/NOR	12	12
buffers and inverters	5	23
other	1	1
AND-OR/OR-AND	1	1
[final timing paths]
path / from / end / slack [ps] / depth (start not counted)
worst max-delay path: STATE[2] / addrOut[0] / 40 / 5
worst min-delay path: STATE[1] / SYNC[3] / 690 / 3
[layer usage]
layer,vias up,part of all wire,GRT usage
li1,95,-,-
met4,0,0,0
met5,-,0,0
met1,90,0.36,0.0204
met2,13,0.46,0.0313
met3,0,0.17,0.00795
[worst min-delay path, delay by kind of cell]
| family | cells | cell delay (ps) |
|---|---|---|
| buf+inv | 2 | 210 |
| simple gates | 1 | 40 |
[timing repair]
action / CTS / global route
pin swaps: 4 / 2
buffers inserted: 4 / 0
setup endpoints to repair: 12 / 3
hold buffers: 0 / 0
resized: 56 / 3
[final cells by class]
class              count  share of cell area
multi-input cells     14               0.340
inverters              1             0.00943
repair buffers        22               0.506
well taps             46               0.145
[cell usage in the layout, fill, tap and decap left out, types with 2 or more instances in the layout]
cell type / n
and2_1: 2
buf_2: 4
buf_4: 3
buf_6: 4
dlygate4sd2_1: 9
nor2_4: 2
nor3_1: 2
Power and IR drop assume default switching activity.
